==> /design/flow/design.v <==
module regs (
    input logic clk,
    input logic reset,
    input logic regwrite,
    input logic [3:0] rs1adr,
    input logic [3:0] rs2adr,
    input logic [3:0] rdadr,
    input  logic [31:0] rd,
    output logic [31:0] rs1,
    output logic [31:0] rs2
);
  typedef logic [31:0] registers_t[16];
  registers_t registers;
  always_ff @(posedge clk) begin
    if (reset && regwrite && rdadr != 0) begin
      registers[rdadr] <= rd;
    end
    rs1 <= registers[rs1adr];
    rs2 <= registers[rs2adr];
    if (reset == 0) begin
      registers[0] <= 0;
      rs1 <= 0;
      rs2 <= 0;
    end
  end
endmodule   
==> /design/flow/run.sh <==
#!/bin/bash
# OpenROAD 26Q1-2900-gdf79404cd8, Yosys 0.63+post, stock flow scripts
make -C /OpenROAD-flow-scripts/flow DESIGN_CONFIG=/design/flow/config.mk WORK_HOME=/design/flow/orfs finish
==> /design/flow/config.mk <==
export PLATFORM = sky130hd
export DESIGN_NAME = regs
export DESIGN_NICKNAME = regs
export VERILOG_FILES = /design/flow/design.v
export SDC_FILE = /design/flow/constraint.sdc
export NUM_CORES = 4
export LEC_CHECK = 1
export CORE_UTILIZATION = 40
==> /design/flow/constraint.sdc <==
current_design regs

set clk_period 8.9
set clk_io_pct 0.2

create_clock -name clk0 -period $clk_period [get_ports {clk}]

set non_clock_inputs [all_inputs -no_clocks]
set_input_delay [expr $clk_period * $clk_io_pct] -clock clk0 $non_clock_inputs
set_output_delay [expr $clk_period * $clk_io_pct] -clock clk0 [all_outputs]
==> deck_impl_summary.md <==
Flow Results at a Glance

GRT
  – Total gr overflow: 0
  – Vias in the first global route: about 16000
  – Pin count of the biggest net entering global routing: between 90 and 100
  – First-pass GRT wire length: approximately 110000 µm
  – Total track usage: 23.8%
  – Initial antenna violation count: 0

Floorplanning
  – Die y size: ~260 µm
  – Initial Util: about two fifths
  – Core area: 63400 µm²
  – Die ar.: about 66000 µm²
  – Die X: ~260 µm
  – Site Rows: roughly 90
  – IO Pins: 111

Final timing
  – Final period util: a little under half
  – Setup tns final: 0 ps
  – Worst Tran Pin Value: roughly 900 ps
  – Max Fclk: 0.237 GHz
  – Unrepaired setup endpoints after global routing: false
  – Final setup fails: 0
  – Relative slew slack: between 40% and 50%
  – Final Hold Viols: 0
  – Max Transition Viols Final: 0
  – Tmin final: 4210 ps
  – Layout Skew: roughly 18 ps

Worst setup path
  – R2r setup slk: ~7600 ps
  – Crit path max fanout: about 96
  – CP endpoint kind: flip-flop
  – Data arrival, critical path: about 4700 ps
  – Critical-path cell list: buf_8 > buf_12 > buf_4 > mux4_2 > o21ai_1 > o21ai_1
  – Most used cell, CP: o21ai_1
  – WS Path Type: input pin to flip-flop
  – R2R Path Start: registers[10][21]
  – CP max stage cell: buf_4
  – CP Launch Type: input pin
  – Worst path max stage delay: ~760 ps
  – R2R Path End: rs2[21]
  – Worst Path Required: just over 9000 ps
  – Reg2reg path depth: 3

Routing
  – Per-cell routed wire length: roughly 27 µm
  – DR DRC count: 0
  – 1st-pass router iterations: 5
  – Total Wirelength: approximately 72000 µm
  – Routed Antenna Nets: 0
  – ANT cells: 0
  – Vias: approximately 15000
  – DRT iter0 DRCs: slightly below 900
  – Via/cell ratio: 5.79

Clock network
  – Bufs on Longest Clock Path: 3
  – Root Buffer: clkbuf_16
  – # resized after CTS: 0
  – Setup bufs post-CTS: 0
  – CTS tree: built
  – CTS clk-pin slew, worst paths: roughly 60 ps
  – TritonCTS buffer count: 66
  – TritonCTS Sinks: 576
  – Latency at later pin: roughly 590 ps
  – Max H-tree Level: 3
  – CTS Hold Bufs: 0

Synthesis
  – Top cell area share: approximately 60%
  – Yosys stat area: approximately 26000 µm²
  – Asr flop ratio synth: 0%
  – Synthesis Warnings: 1
  – Post-synth regs: approximately 580
  – Yosys top cell by area: edfxtp_1
  – Post-synthesis sequential area ratio: around 64%
  – Syn avg cell area: 15.5 µm²
  – Ys cells: 1663
  – Top area cell types: edfxtp_1, mux2i_1, a22oi_1, dfxtp_1, mux4_2
  – Cell Type Count: 30
  – Cell area after synthesis: approximately 26000 µm²
  – Mapped Cells: around 1700
  – Post-synth EDFFs: between 500 and 600
  – Dominant register cell: edfxtp_1

Finish
  – Fin area: about 30000 µm²
  – # fillers: ~5200
  – Post-Layout Cell Count: around 2700
  – Area grow syn2layout: 15.1%
  – Register Area: 16700 µm²
  – Layout cells sized above 1: 11.3%
  – Combinational Area: roughly 8300 µm²

Hold path
  – Worst min-delay path class: flip-flop to flip-flop
  – WHS Endpoint: rs1[12]
  – Hold path cells: 3
  – Worst hold start: registers[14][12]

Pwr
  – PD cells: between 200 and 250 nW/µm²
  – IR drop worst, VDD: approximately 0.00012 V
  – Total power: 6.24 mW
  – Static leakage: roughly 10 nW

Run
  – Max_cap viols: 0
  – Tool Warnings: 25

Place
  – DP HPWL: 35400 µm
  – Port Buf Inserts: between 100 and 150
  – Gpl congestion: around 0.8
  – Post-placement cell area: between 20000 and 30000 µm²
  – Cells after DPL: roughly 2500

Outcome
  – Status: finished, final reports clean
-- cell usage in the layout, fill, tap and decap left out, drive strengths merged --
| master | instances |
|---|---|
| nand4b | 1 |
| o22ai | 31 |
| clkinv | 7 |
| o21ai | 66 |
| nor2b | 4 |
| or3 | 1 |
| nand2 | 100 |
| mux2i | 446 |
| clkbuf | 103 |
| clkinvlp | 5 |
| and2 | 34 |
| clkdlybuf4s50 | 107 |
| nor2 | 15 |
| edfxtp | 512 |
| inv | 4 |
| nand4 | 1 |
| nor3 | 3 |
| bufinv | 5 |
| a22oi | 190 |
| buf | 46 |
| nand2b | 4 |
| a221oi | 33 |
| dfxtp | 64 |
| mux4 | 33 |
-- Yosys cell counts (all sizes together), types with 15 or more instances --
| library cell | n |
|---|---|
| nor2 | 15 |
| edfxtp | 512 |
| dfxtp | 64 |
| mux4 | 33 |
| mux2i | 446 |
| a221oi | 33 |
| and2 | 34 |
| buf | 85 |
| nand2 | 100 |
| o22ai | 31 |
| o21ai | 66 |
| clkbuf | 37 |
| a22oi | 190 |
-- final cells by class --
type,count,share of cell area [%]
sequential,576,56.0
multi-input combinational,962,28.1
clock buffer,103,6.65
timing repair buffer,153,4.89
tap,846,3.56
clock inverter,18,0.791
inverter,3,0.0379
-- metrics by stage --
stage	worst slack, ps	utilization (%)	hold WS (ps)
final	4690	46.9	707
after global routing	4580	46.9	731
after detailed placement	4120	43.4	698
after floorplan	4060	-	661
after CTS	4740	46.9	704
after global placement	4130	43.4	683
-- registers in the layout, indices dropped and copies added, names as in the netlist --
signal and cells:
rs1 32, registers 512, rs2 32
-- logic make-up after synthesis --
logic type             Yosys count  synth area share [%]
AND-OR/OR-AND                  320                  8.69
buffers and inverters          125                  3.75
flip-flops                     576                  64.5
multiplexers                   479                  20.2
AND/OR/NAND/NOR                163                  2.93
-- critical path, delay by kind of cell --
kind	cells	cell delay, ps
AOI/OAI and AO/OA	2	220
buffers and inverters	3	1890
muxes	1	590
-- report_power, final --
group,leakage [nW],switching (mW),internal [mW]
registers,4.63,0.0300,3.01
clock network,1.06,1.05,1.68
logic,4.73,0.278,0.194
total,10.4,1.36,4.88
-- layer usage --
metal	part of all wire, %	wire length, µm	up-vias	GRT usage, %
li1	-	-	6852	-
met1	36	26300	7523	30.4
met2	46	33400	891	34.8
met3	15	10600	145	15.6
met4	2.7	1920	2	5.32
met5	0.037	27	-	1.02
-- worst max path at each step --
| stage | from | to | slack [ps] |
|---|---|---|---|
| CTS | rs2adr[0] | rs2[30] | 4740 |
| finish | rs2adr[0] | rs2[30] | 4690 |
| global route | rs2adr[0] | rs2[9] | 4580 |
Power and IR drop assume default switching activity.
