`/design/flow/run.sh`:
```
#!/bin/bash
# OpenROAD 26Q1-2900-gdf79404cd8, Yosys 0.63+post, stock flow scripts
make -C /OpenROAD-flow-scripts/flow DESIGN_CONFIG=/design/flow/config.mk WORK_HOME=/design/flow/orfs finish
```
`/design/flow/config.mk`:
```
export PLATFORM = sky130hd
export DESIGN_NAME = i2c_master
export DESIGN_NICKNAME = i2c_master
export VERILOG_FILES = /design/flow/design.v
export SDC_FILE = /design/flow/constraint.sdc
export NUM_CORES = 4
export LEC_CHECK = 1
export CORE_UTILIZATION = 30
```
`/design/flow/constraint.sdc`:
```
current_design i2c_master

set clk_period 6.4
set clk_io_pct 0.2

create_clock -name clk0 -period $clk_period [get_ports {clk}]

set non_clock_inputs [all_inputs -no_clocks]
set_input_delay [expr $clk_period * $clk_io_pct] -clock clk0 $non_clock_inputs
set_output_delay [expr $clk_period * $clk_io_pct] -clock clk0 [all_outputs]
```
`/design/flow/design.v`:
```
module i2c_master (
    input logic clk,
    input logic reset,
    input logic req,
    input logic [15:0] scl_ratio,
    input  logic sda_i,
    output logic sda_o,
    output logic sda_oe,
    output logic scl,
    input  logic [ 3:0] mask,
    input  logic [ 6:0] device_addr,
    input  logic [31:0] data_in,
    output logic [31:0] data_out,
    input logic write,
    output logic busy,
    output logic valid,
    output logic [4:0] acks
);
  typedef enum {
    RESET,
    START,
    SEND_ADDR,
    SEND_CMD,
    RECV_CMD_ACK,
    RECV_FRAME,
    SEND_FRAME_ACK,
    SEND_FRAME,
    RECV_FRAME_ACK,
    STOP,
    END
  } states_t;
  states_t        state;
  logic           scl_reg;
  logic           scl_trigger;
  logic           data_trigger;
  logic           command_trigger;
  logic    [15:0] scl_counter;
  logic    [ 1:0] frame_index;
  logic    [ 1:0] next_frame_index;
  logic           has_next_index;
  logic    [ 7:0] frame;
  logic           sda_i_sync0;
  logic           sda_i_sync1;
  logic    [ 2:0] index;
  always_ff @(posedge clk) begin : scl_trigger_gen
    sda_i_sync0 <= sda_i;
    sda_i_sync1 <= sda_i_sync0;
    if (scl_counter >= scl_ratio) begin
      scl_counter <= 0;
    end else scl_counter <= scl_counter + 1;
    if (reset == 0 || req == 1) begin
      scl_counter <= 0;
    end
  end
  logic is_sending;
  assign is_sending = (state == START || state == SEND_ADDR || state == SEND_CMD || state == RECV_CMD_ACK || state == RECV_FRAME
                        || state == SEND_FRAME_ACK || state == SEND_FRAME || state == RECV_FRAME_ACK);
  assign scl = scl_reg;
  assign scl_trigger = (scl_counter == scl_ratio);
  assign data_trigger = (is_sending && scl_counter == {1'b0, scl_ratio[15:1]} && scl_reg == 0);
  assign command_trigger = (scl_counter == {1'b0, scl_ratio[15:1]} && scl_reg == 1);
  always_ff @(posedge clk) begin
    if (scl_trigger) begin
      scl_reg <= ~scl_reg;
    end
    if (command_trigger) begin
      case (state)
        RESET: state <= START;
        RECV_FRAME: data_out[frame_index*8+index] <= sda_i_sync1;
        STOP: state <= END;
        END: state <= END;
      endcase
    end
    if (data_trigger) begin
      case (state)
        START: begin
          state <= SEND_ADDR;
          index <= 6;
          data_out <= 32'b0;
        end
        SEND_ADDR: begin
          if (index == 0) begin
            state <= SEND_CMD;
            index <= 7;
            if (mask[3] == 1) frame_index <= 3;
            else if (mask[2] == 1) frame_index <= 2;
            else if (mask[1] == 1) frame_index <= 1;
            else frame_index <= 0;
          end else index <= index - 1;
        end
        SEND_CMD: state <= RECV_CMD_ACK;
        RECV_CMD_ACK: begin
          if (write) state <= SEND_FRAME;
          else state <= RECV_FRAME;
        end
        RECV_FRAME: begin
          if (index == 0) begin
            state <= SEND_FRAME_ACK;
            index <= 7;
          end else index <= index - 1;
        end
        SEND_FRAME_ACK: begin
          state <= STOP;
          if (has_next_index) begin
            frame_index <= next_frame_index;
            state <= RECV_FRAME;
          end
        end
        SEND_FRAME: begin
          if (index == 0) begin
            state <= RECV_FRAME_ACK;
            index <= 7;
          end else index <= index - 1;
        end
        RECV_FRAME_ACK: begin
          state <= STOP;
          if (has_next_index) begin
            frame_index <= next_frame_index;
            state <= SEND_FRAME;
          end
        end
      endcase
    end
    if (reset == 0) begin
      state <= RESET;
      scl_reg <= 1;
      frame_index <= 3;
      index <= 6;
      data_out <= 32'b0;
    end else if (req == 1) begin
      state   <= RESET;
      scl_reg <= 1;
      index   <= 6;
    end
  end
  logic cmd_ack;
  logic [3:0] frame_acks;
  always_ff @(posedge clk) begin
    if (command_trigger) begin
      case (state)
        START: begin
          frame_acks <= 4'b1111;
          cmd_ack <= 1'b1;
        end
        RECV_CMD_ACK:   cmd_ack <= sda_i_sync1;
        RECV_FRAME_ACK: frame_acks[frame_index] <= sda_i_sync1;
      endcase
    end
    if (reset == 0) begin
      frame_acks <= 4'b1111;
      cmd_ack <= 1;
    end
  end
  assign acks = {cmd_ack, frame_acks};
  always_comb begin
    has_next_index   = 0;
    next_frame_index = 3;
    case (frame_index)
      3: begin
        if (mask[2] == 1) begin
          next_frame_index = 2;
          has_next_index   = 1;
        end else if (mask[1] == 1) begin
          next_frame_index = 1;
          has_next_index   = 1;
        end else if (mask[0] == 1) begin
          next_frame_index = 0;
          has_next_index   = 1;
        end
      end
      2: begin
        if (mask[1] == 1) begin
          next_frame_index = 1;
          has_next_index   = 1;
        end else if (mask[0] == 1) begin
          next_frame_index = 0;
          has_next_index   = 1;
        end
      end
      1: begin
        if (mask[0] == 1) begin
          next_frame_index = 0;
          has_next_index   = 1;
        end
      end
    endcase
  end
  always_comb begin
    sda_oe = 1;
    sda_o  = 1;
    busy   = 1;
    valid  = 0;
    frame  = data_in[frame_index*8+:8];
    case (state)
      START: begin
        sda_o = 0;
      end
      SEND_ADDR: sda_o = device_addr[index];
      SEND_CMD:  sda_o = ~write;   
      RECV_CMD_ACK: begin
        sda_oe = 0;
      end
      RECV_FRAME: begin
        sda_oe = 0;
      end
      SEND_FRAME_ACK: sda_o = 0;
      SEND_FRAME: sda_o = frame[index];
      RECV_FRAME_ACK: begin
        sda_oe = 0;
      end
      STOP: begin
        sda_o = 0;
      end
      RESET, END: begin
        busy = 0;
      end
    endcase
  end
endmodule
```
==> impl_metrics.prom <==
# HELP chip_impl_metric Physical implementation figures
# TYPE chip_impl_metric gauge
chip_impl_metric{name="clkSinkCount",unit=""} 72
chip_impl_metric{name="detail_route.wl_per_cell",unit="microns"} 16.0
chip_impl_metric{name="timing.critical_path.required",unit="ps"} 5120
chip_impl_info{name="registers.top_by_ff_count",value="data_out"} 1
chip_impl_metric{name="wirelength",unit="microns"} 13300
chip_impl_metric{name="synthesis.area",unit="sq um"} 4680
chip_impl_metric{name="crit_path_max_fanout",unit=""} 1
chip_impl_metric{name="synth_flop_count",unit=""} 72
chip_impl_metric{name="antenna_found_initial",unit=""} 0
chip_impl_info{name="hp-start",value="sda_i_sync0$_DFF_P_"} 1
chip_impl_info{name="ys.flop_type",value="sky130_fd_sc_hd__dfxtp_1"} 1
chip_impl_metric{name="rrSetupSlack",unit="ps"} 2750
chip_impl_metric{name="yosys.stat.chipArea",unit="sq um"} 4680
chip_impl_metric{name="clk_path_buf_depth",unit=""} 2
chip_impl_info{name="timing.rr.start",value="frame_index[0]$_SDFFE_PN1P_"} 1
chip_impl_metric{name="setup-tns-final",unit="ps"} 0
chip_impl_info{name="ys_top_cells_by_area",value="sky130_fd_sc_hd__dfxtp_1 (31%), sky130_fd_sc_hd__ha_1 (8.0%), sky130_fd_sc_hd__nand4_1 (5.5%)"} 1
chip_impl_metric{name="crit_path_arrival_time",unit="ps"} 2990
chip_impl_metric{name="edf_count",unit=""} 0
chip_impl_metric{name="p_clk_frac",unit=""} 0.497
chip_impl_info{name="yosys.area.top_type",value="sky130_fd_sc_hd__dfxtp_1"} 1
chip_impl_info{name="yosys-dominant-comb-family",value="simple AND/OR/NAND/NOR gates"} 1
chip_impl_metric{name="internal-power",unit="uW"} 840
chip_impl_metric{name="initCoreUtil",unit=""} 0.308
chip_impl_metric{name="asyncSetResetFlopFracSynth",unit=""} 0
chip_impl_metric{name="clock_tree.htree_level_count",unit=""} 3
chip_impl_info{name="netlist_top_cells_count",value="sky130_fd_sc_hd__dfxtp_1 (72), sky130_fd_sc_hd__a21oi_1 (43), sky130_fd_sc_hd__nand4_1 (41)"} 1
chip_impl_metric{name="min_period",unit="ps"} 4270
chip_impl_metric{name="number_of_global_route_vias_before_repair",unit=""} 4372
chip_impl_metric{name="flow.area_growth_from_synthesis",unit="%"} 32.0
chip_impl_metric{name="muxShareOfSynthArea",unit=""} 0.0559
chip_impl_metric{name="area_share_of_the_largest_cell_type_after_synthesis",unit=""} 0.308
chip_impl_metric{name="port-buffer-count",unit=""} 104
chip_impl_metric{name="route.detailed.drc",unit=""} 0
chip_impl_metric{name="fin_skew",unit="ps"} 8.05
chip_impl_info{name="yosysMostFrequentCell",value="sky130_fd_sc_hd__dfxtp_1"} 1
chip_impl_info{name="hold_path.class",value="register to register"} 1
chip_impl_info{name="setup.worst_path.start",value="data_in[15]"} 1
chip_impl_metric{name="vdd_ir_drop_max",unit="mV"} 0.139
chip_impl_metric{name="placement_rows",unit=""} 45
chip_impl_info{name="hold-path-endpoint",value="sda_i_sync1$_DFF_P_"} 1
chip_impl_info{name="critPathKind",value="input port to output pin"} 1
chip_impl_metric{name="gpl.final_weighted_congestion",unit=""} 0.899
chip_impl_metric{name="timing.slew.headroom",unit=""} 0.503
chip_impl_metric{name="power.share.switching",unit=""} 0.211
chip_impl_metric{name="yosysSeqAreaShare",unit=""} 0.308
chip_impl_metric{name="maxClockFrequency",unit="MHz"} 234
chip_impl_metric{name="tightestPinTransition",unit="ps"} 744
chip_impl_metric{name="vertical_die_dimension",unit="microns"} 127
chip_impl_metric{name="max_slew_violation_count",unit=""} 0
chip_impl_metric{name="clk_pin_slew",unit="ps"} 50
chip_impl_metric{name="power.combinational.fraction",unit=""} 0.080
chip_impl_metric{name="synth.lib_cells_used.distinct",unit=""} 62
chip_impl_metric{name="tool_warnings",unit=""} 33
chip_impl_metric{name="resized_cells_post_cts",unit=""} 0
chip_impl_metric{name="cts_hold_repair.buffers",unit=""} 0
chip_impl_metric{name="p_seq_frac",unit=""} 0.423
chip_impl_metric{name="synth-adder-area-share",unit=""} 0.0802
chip_impl_metric{name="synth_xor_xnor_area_share",unit=""} 0.0636
chip_impl_metric{name="yosys.area_share.aoi",unit=""} 0.191
chip_impl_metric{name="grt_max_degree",unit=""} 43
chip_impl_metric{name="tritoncts.num_buffers",unit=""} 9
chip_impl_info{name="tritoncts_clock_tree",value="done"} 1
chip_impl_info{name="regToRegEndpoint",value="data_out[21]$_SDFF_PN0_"} 1
chip_impl_metric{name="power.net_switching",unit="uW"} 225
chip_impl_info{name="clockRootBuffer",value="sky130_fd_sc_hd__clkbuf_16"} 1
chip_impl_metric{name="cap_violations",unit=""} 0
chip_impl_metric{name="setup_viol_count_final",unit=""} 0
chip_impl_metric{name="ant_nets",unit=""} 0
chip_impl_metric{name="synth_warnings",unit=""} 1
chip_impl_info{name="setup.worst_path.start_class",value="input port"} 1
chip_impl_info{name="grt_setup_unrepaired",value="no"} 1
chip_impl_metric{name="die-area",unit="sq um"} 16100
chip_impl_metric{name="vias_per_cell",unit=""} 5.45
chip_impl_metric{name="finalClockPeriodUsage",unit=""} 0.667
chip_impl_metric{name="synthesis.instances",unit=""} 544
chip_impl_metric{name="vias",unit=""} 4509
chip_impl_metric{name="total_power",unit="uW"} 1060
chip_impl_info{name="setup.worst_path.end_class",value="output pin"} 1
chip_impl_metric{name="place.detailed.hpwl",unit="microns"} 9690
chip_impl_metric{name="global_route_wire_length_before_repair",unit="microns"} 21900
chip_impl_metric{name="power.density",unit="nW/um^2"} 172
chip_impl_metric{name="die_width",unit="microns"} 127
chip_impl_metric{name="synthesis.area_per_instance",unit="sq um"} 8.60
chip_impl_metric{name="share_of_cells_above_drive_strength_1",unit=""} 0.0688
chip_impl_metric{name="whs_path_depth",unit=""} 0
chip_impl_metric{name="lkg_pwr",unit="uW"} 0.00227
chip_impl_metric{name="insertedDiodeCount",unit=""} 0
chip_impl_metric{name="report.final.hold_viol_count",unit=""} 0
chip_impl_metric{name="cts.repair_timing.setup_buffer_count",unit=""} 0
chip_impl_metric{name="r2r.worst_path.cells",unit=""} 9
chip_impl_metric{name="insertion_delay",unit="ps"} 340
chip_impl_metric{name="simple_gate_share",unit=""} 0.244
chip_impl_info{name="leading_registers_by_flop_count",value="data_out (32), scl_counter (16), state (11)"} 1
chip_impl_metric{name="dr.pass1.iters",unit=""} 4
chip_impl_info{name="result_of_the_run",value="finished clean"} 1
chip_impl_metric{name="ioPinCount",unit=""} 106
chip_impl_metric{name="yosysCellCount",unit=""} 544
chip_impl_metric{name="largest_register_ff_count",unit=""} 32
chip_impl_metric{name="dr.first_iter.drc_count",unit=""} 249
chip_impl_metric{name="gr-usage-all-layers",unit=""} 0.170
chip_impl_metric{name="overflow",unit=""} 0
chip_impl_metric{name="core_area",unit="sq um"} 15200
==> cell families after synthesis <==
kind of cell    after synthesis
xor+xnor                     34
other cells                   1
buf+inv                      63
fa+ha+maj                    30
simple gates                197
mux                          16
flops                        72
compound gates              131
==> final cells by class <==
| cell class | instances | area, sq um |
|---|---|---|
| fill | 1459 | 9020 |
| multi-input combinational | 409 | 2970 |
| sequential | 72 | 1440 |
| timing repair buffer | 111 | 1090 |
| tap | 188 | 235 |
| clock buffer | 10 | 229 |
| inverter | 33 | 124 |
| clock inverter | 5 | 81.3 |
==> how the worst max path moves through the flow <==
stage       end  slack (ps)  cells after the start
6_report  sda_o        2130                      7
5_1_grt   sda_o        2030                      7
4_1_cts   sda_o        2120                      7
==> per-stage QoR <==
stage	util	cells	cell area (sq um)	setup slack (ps)	hold slack, ps
finish	0.406	828	6180	2130	366
global route	0.406	828	6180	2030	374
CTS	0.406	828	6180	2120	365
detailed placement	0.386	813	5870	2120	358
global placement	0.386	813	5870	2140	355
floorplan	-	544	4680	3070	310
==> power groups by stage <==
stage	Combinational, uW	Clock [uW]	Sequential [uW]
4_1_cts	85.0	537	451
5_1_grt	92.2	562	451
6_report	84.8	529	451
==> layer usage <==
metal	global-route usage	wire length, microns	vias up
li1	-	-	2262
met1	0.243	6150	2108
met2	0.274	5970	126
met3	0.0378	996	13
met4	0.0231	138	0
met5	0	0	-
==> placed cells by master, fill, tap and decap left out, drive strengths merged, types with 4 or more instances in the layout <==
| cell | count |
|---|---|
| and4 | 6 |
| clkbuf | 10 |
| mux2i | 7 |
| nor2 | 30 |
| nor3 | 10 |
| nand4 | 42 |
| a21o | 4 |
| a21oi | 43 |
| nor4b | 5 |
| xor2 | 24 |
| a211oi | 4 |
| dfxtp | 72 |
| inv | 34 |
| clkdlybuf4s50 | 104 |
| a31oi | 8 |
| nor4 | 25 |
| o211ai | 5 |
| o22ai | 4 |
| nor2b | 4 |
| o21ai | 9 |
| ha | 30 |
| mux4 | 8 |
| and3 | 10 |
| buf | 7 |
| xnor2 | 10 |
| nand2 | 29 |
| a32oi | 4 |
| nand2b | 5 |
| o31ai | 32 |
| nand3 | 22 |
==> critical path: stages <==
cell and delay [ps]:
sky130_fd_sc_hd__clkdlybuf4s50_1 400, sky130_fd_sc_hd__mux4_2 460, sky130_fd_sc_hd__nor2_1 100, sky130_fd_sc_hd__a31oi_1 60
sky130_fd_sc_hd__a21oi_1 170, sky130_fd_sc_hd__a32oi_1 110, sky130_fd_sc_hd__clkdlybuf4s50_1 410
Power is estimated from default activity; no workload was simulated.
